==> flow/design.v <==
module ASM (input clk,
	 input ssd_clk,
    input rst,
    input clr,
    input ent,
    input change,
	 output reg [4:0] led,
    input [3:0] sw,
	 output [3:0]AN,
	 output [6:0]seven_out
	 ); 
 reg [19:0] ssd;
 reg [15:0] password; 
 reg [15:0] inpassword;
 reg [5:0] current_state;
 reg islocked;
 reg [5:0] next_state;	
parameter IDLE = 5'b00000;  
parameter GETFIRSTDIGIT = 5'b00001;  
parameter GETSECONDDIGIT = 5'b00010;  
parameter GETTHIRDDIGIT = 5'b00011;  
parameter GETFOURTHDIGIT = 5'b00100;  
parameter NEWFIRSTDIGIT= 5'b00101;
parameter NEWSECONDDIGIT= 5'b00110;
parameter NEWTHIRDDIGIT= 5'b00111;
parameter NEWFOURTHDIGIT= 5'b01000;
parameter UNLOCKEDSTATE = 5'b01001;
parameter CHECKPASSWORD = 5'b01010;
parameter LOCKEDSTATE = 5'b01011;
parameter CLEAR = 5'b01100;
parameter C=5'b01111;  
parameter L=5'b01101;  
parameter S=5'b10011;
parameter d=5'b10100;
parameter O=5'b00000;
parameter P=5'b10010;
parameter E=5'b01110;
parameter n=5'b01100;
parameter dash=5'b10001;
parameter blank=5'b01010;
parameter zero = 1'b0;
	always @ (posedge clk or posedge rst)
	begin
		if(rst==1)
			current_state<= IDLE;
		else
		current_state<= next_state;
	end
	always @ (*)
	begin
			if(current_state == IDLE)
			begin
				if(ent == 1)
					next_state = GETFIRSTDIGIT;
				else if(clr == 1)
					next_state = GETFIRSTDIGIT;
				else 
					next_state = current_state;			
			end
			else if (current_state == UNLOCKEDSTATE)
			begin
				if (ent == 1)
					next_state = GETFIRSTDIGIT;
				else if (change == 1)
					next_state = NEWFIRSTDIGIT;
				else
					next_state = current_state;
			end
			else if (current_state == LOCKEDSTATE)
			begin
				if (ent == 1)
					next_state = GETFIRSTDIGIT;
				else
					next_state = current_state;
			end
			else if (current_state == GETFIRSTDIGIT)
			begin
				if (ent == 1)
					next_state = GETSECONDDIGIT;
				else if(clr == 1)
					next_state = GETFIRSTDIGIT;
				else
					next_state = current_state;
			end
			else if (current_state == GETSECONDDIGIT)
			begin
				if (ent == 1)
					next_state = GETTHIRDDIGIT;
				else if(clr == 1)
					next_state = GETFIRSTDIGIT;
				else
					next_state = current_state;
			end
			else if (current_state == GETTHIRDDIGIT)
			begin
				if (ent == 1)
					next_state = GETFOURTHDIGIT;
				else if(clr == 1)
					next_state = GETFIRSTDIGIT;
				else
					next_state = current_state;
			end
			else if (current_state == GETFOURTHDIGIT)
			begin
				if (ent == 1)
					next_state = CHECKPASSWORD;
				else if(clr == 1)
					next_state = GETFIRSTDIGIT;
				else
					next_state = current_state;
			end
			else if (current_state == NEWFIRSTDIGIT)
			begin
				if (ent == 1)
					next_state = NEWSECONDDIGIT;
				else if(clr == 1)
					next_state = NEWFIRSTDIGIT;
				else
					next_state = current_state;
			end
			else if (current_state == NEWSECONDDIGIT)
			begin
				if (ent == 1)
					next_state = NEWTHIRDDIGIT;
				else if(clr == 1)
					next_state = NEWFIRSTDIGIT;
				else
				next_state = current_state;
			end
			else if (current_state == NEWTHIRDDIGIT)
			begin
				if (ent == 1)
					next_state = NEWFOURTHDIGIT;
				else if(clr == 1)
					next_state = NEWFIRSTDIGIT;
				else
					next_state = current_state;
			end
			else if (current_state == NEWFOURTHDIGIT)
			begin
				if (ent == 1)
					next_state = LOCKEDSTATE;
				else if(clr == 1)
					next_state = NEWFIRSTDIGIT;
				else
					next_state = current_state;
			end
			else if (current_state == CHECKPASSWORD)
			begin
				if (inpassword == password)
				begin
					if (islocked == 1)
						next_state = UNLOCKEDSTATE;
					else
						next_state = LOCKEDSTATE;					
				end	
				else
				begin
					if (islocked == 1)
						next_state = LOCKEDSTATE;
					else
						next_state = UNLOCKEDSTATE;
				end
			end
			else
				next_state = current_state;
	end
	always @ (posedge clk or posedge rst)
	begin
		if(rst)
		begin
			password[15:0]<=16'b0000000000000000;
			islocked <= 1;
		end
		else 
			if(current_state == IDLE)
			begin
			 	password[15:0] <= 16'b0000000000000000; 
			end
			else if(current_state == GETFIRSTDIGIT)
			begin
				if(ent==1)
					inpassword[15:12]<=sw[3:0];  
			end
			else if (current_state == GETSECONDDIGIT)
			begin
				if(ent==1)
					inpassword[11:8]<=sw[3:0];  
			end
			else if (current_state == GETTHIRDDIGIT)
			begin
				if(ent==1)
					inpassword[7:4]<=sw[3:0];  
			end
			else if (current_state == GETFOURTHDIGIT)
			begin
				if(ent==1)
					inpassword[3:0]<=sw[3:0];  
			end
			else if (current_state == LOCKEDSTATE || current_state == IDLE)
			begin
				islocked <= 1;
			end
			else if (current_state == UNLOCKEDSTATE)
			begin
				islocked <= 0;
			end
			else if(current_state == NEWFIRSTDIGIT)
			begin
				if(ent==1)
					password[15:12]<=sw[3:0];
			end
			else if (current_state == NEWSECONDDIGIT)
			begin
				if(ent==1)
					password[11:8]<=sw[3:0];
			end
			else if (current_state == NEWTHIRDDIGIT)
			begin
				if(ent==1)
					password[7:4]<=sw[3:0];
			end
			else if (current_state == NEWFOURTHDIGIT)
			begin
				if(ent==1)
					password[3:0]<=sw[3:0];
			end
	end
	always @(posedge clk)
	begin
		if(current_state == IDLE)
		begin
		ssd <= {C, L, S, d};	 
		led <= IDLE;
		end
		else if(current_state == GETFIRSTDIGIT)
		begin
		ssd <= { zero,sw[3:0], blank, blank, blank};	
		led <= GETFIRSTDIGIT;
		end
		else if(current_state == GETSECONDDIGIT)
		begin
		ssd <= { dash,zero,sw[3:0], blank, blank};
		led <= GETSECONDDIGIT;
		end
		else if(current_state == GETTHIRDDIGIT)
		begin
		ssd <= { dash , dash,zero,sw[3:0], blank};
		led <= GETTHIRDDIGIT;
		end
		else if(current_state == GETFOURTHDIGIT)
		begin
		ssd <= { dash , dash, dash,zero,sw[3:0]};
		led <= GETFOURTHDIGIT;
		end
		else if(current_state == NEWFIRSTDIGIT)
		begin
		ssd <= { zero, sw[3:0], blank, blank, blank};	 
		led <= NEWFIRSTDIGIT;
		end
		else if(current_state == NEWSECONDDIGIT)
		begin
		ssd <= {zero,password[15:12], zero,sw[3:0], blank, blank};	 
		led <= NEWSECONDDIGIT;
		end
		else if(current_state == NEWTHIRDDIGIT)
		begin
		ssd <= { zero,password[15:12] , zero, password[11:8], zero,sw[3:0], blank};	
		led <= NEWTHIRDDIGIT;
		end
		else if(current_state == NEWFOURTHDIGIT)
		begin
		ssd <= { zero,password[15:12] , zero, password[11:8], zero, password[7:4], zero,sw[3:0]};
		led <= NEWFOURTHDIGIT;
		end
		else if(current_state == UNLOCKEDSTATE)
		begin
		ssd <= {O, P, E, n};
		led <= UNLOCKEDSTATE;		
		end
		else if(current_state == LOCKEDSTATE)
		begin
		ssd <= {C, L, S, d};	
		led <= LOCKEDSTATE;			
		end
	end
    seven_segment SSD(ssd_clk, ssd, AN, seven_out);
endmodule
`timescale 1ns / 1ps
module binary_to_segment(
    input [4:0] binary_in,
    output reg [6:0] seven_out
    );
always @(binary_in)
begin
	case(binary_in)								 
		5'b00000: seven_out =7'b0000001;			 
		5'b00001: seven_out =7'b1001111;			 
		5'b00010: seven_out =7'b0010010;			 
		5'b00011: seven_out =7'b0000110;			 
		5'b00100: seven_out =7'b1001100;			 
		5'b00101: seven_out =7'b0100100;			 
		5'b00110: seven_out =7'b0100000;			 
		5'b00111: seven_out =7'b0001111;			 
		5'b01000: seven_out =7'b0000000;			 
		5'b01001: seven_out =7'b0000100;			 
		5'b01010: seven_out =7'b0001000;			 
		5'b01011: seven_out =7'b1100000;			 
		5'b01100: seven_out =7'b0110001;			 
		5'b01101: seven_out =7'b1000010;			 
		5'b01110: seven_out =7'b0110000;			 
		5'b01111: seven_out =7'b0111000;			 
		5'b10000: seven_out =7'b1110000; 		 
		5'b10001: seven_out =7'b1111110;			 
		5'b10010: seven_out =7'b0011000;			 
		5'b10011: seven_out =7'b0100100;			 
		5'b10100: seven_out =7'b1000010;        
		5'b10101: seven_out =7'b0110001;			 
		5'b10110: seven_out =7'b1111111;			 
		5'b10111: seven_out =7'b1000001;			 
		5'b11000: seven_out =7'b1101010;			 
		5'b11001: seven_out =7'b1110001;			 
		default: seven_out = 7'h1;
	endcase
end
endmodule
`timescale 1ns / 1ps
module clk_divider10M(
	input clk_in,
	input rst,
	output reg divided_clk
    );
parameter toggle_value = 22'b1111010000100100000000;
reg[21:0] cnt;
always@(posedge clk_in or posedge rst)
begin
	if (rst==1) begin
		cnt <= 0;
		divided_clk <= 0;
	end
	else begin
		if (cnt==toggle_value) begin
			cnt <= 0;
			divided_clk <= ~divided_clk;
		end
		else begin
			cnt <= cnt +1;
			divided_clk <= divided_clk;		
		end
	end
end
endmodule
`timescale 1ns / 1ps
module clk_divider1k(
	input clk_in,
	input rst,
	output reg divided_clk
    );
parameter toggle_value = 10'b1111101000;
reg[9:0] cnt;
always@(posedge clk_in or posedge rst)
begin
	if (rst==1) begin
		cnt <= 0;
		divided_clk <= 0;
	end
	else begin
		if (cnt==toggle_value) begin
			cnt <= 0;
			divided_clk <= ~divided_clk;
		end
		else begin
			cnt <= cnt +1;
			divided_clk <= divided_clk;		
		end
	end
end
endmodule
`timescale 1ns / 1ps
module clk_divider240(
	input clk_in,
	input rst,
	output reg divided_clk
    );
parameter toggle_value = 25'b1001100010010110100000000;
reg[24:0] cnt;
always@(posedge clk_in or posedge rst)
begin
	if (rst==1) begin
		cnt <= 0;
		divided_clk <= 0;
	end
	else begin
		if (cnt==toggle_value) begin
			cnt <= 0;
			divided_clk <= ~divided_clk;
		end
		else begin
			cnt <= cnt +1;
			divided_clk <= divided_clk;		
		end
	end
end
endmodule
`timescale 1ns / 1ps
module debouncer(
	input 		clk,
	input 		rst,
	input 		noisy_in,  
	output reg 	clean_out  
    );
reg noisy_in_reg;
reg clean_out_tmp1;  
reg clean_out_tmp2;  
always@(posedge clk or posedge rst)
begin
	if (rst==1'b1) begin
		noisy_in_reg <= 0;
		clean_out_tmp1 <= 0;
		clean_out_tmp2 <= 0;
		clean_out <= 0;
	end
	else begin
		noisy_in_reg <= noisy_in;  
				clean_out_tmp1 <= noisy_in_reg;
			clean_out_tmp2 <= clean_out_tmp1;
			clean_out <= ~clean_out_tmp2 & clean_out_tmp1;  
	end
end
endmodule
`timescale 1ns / 1ps
module seven_segment(
    input clk,
	 input [19:0] big_bin, 
	 output reg [3:0]AN,
	 output [6:0]seven_out
    );
	reg [4:0] seven_in;
	reg [1:0] count;
	initial begin
		AN = 4'b1110;
		seven_in = 0;
		count = 0;
	end
	always @(posedge clk) 
	begin
		count <= count + 1;
		case (count)
	 	0: begin 
			AN <= 4'b1110;
			seven_in <= big_bin[4:0];
	 	end
	 	1: begin 
			AN <= 4'b1101;
			seven_in <= big_bin[9:5];
		end
		2: begin 
			AN <= 4'b1011;
			seven_in <= big_bin[14:10];
		end
		3: begin 
			AN <= 4'b0111;
			seven_in <= big_bin[19:15];
		end
		endcase
	end
	binary_to_segment disp0(seven_in,seven_out);
endmodule
module topmodule(input clk_in,
    input rst,
    input clr,
    input ent,
    input chg,
	 output [4:0]led,
	 output [3:0]AN,
    input [3:0]sw,
	 output [6:0]seven_out
    ); 
	wire clk_out1, clk_out2, clk_out3, clear, enter, change;
    clk_divider1k clock1k(clk_in, rst, clk_out1);
    clk_divider10M  clock10M(clk_in, rst, clk_out2);
    clk_divider240 clock240(clk_in, rst, clk_out3);
    debouncer clear1(clk_out2, rst, clr, clear);
    debouncer enter1(clk_out2, rst, ent, enter);
    debouncer change1(clk_out2, rst, chg, change);
    ASM ASMmodule(clk_out2, clk_out1, rst, clear, enter, change, led, sw, AN, seven_out);
endmodule
==> flow/run.sh <==
#!/bin/bash
# OpenROAD 26Q1-2900-gdf79404cd8, Yosys 0.63+post, stock flow scripts
make -C /OpenROAD-flow-scripts/flow DESIGN_CONFIG=/design/flow/config.mk WORK_HOME=/design/flow/orfs finish
==> flow/config.mk <==
export PLATFORM = sky130hd
export DESIGN_NAME = topmodule
export DESIGN_NICKNAME = topmodule
export VERILOG_FILES = /design/flow/design.v
export SDC_FILE = /design/flow/constraint.sdc
export NUM_CORES = 4
export LEC_CHECK = 1
export CORE_UTILIZATION = 50
==> flow/constraint.sdc <==
current_design topmodule

set clk_period 5.4
set clk_io_pct 0.2

create_clock -name clk0 -period $clk_period [get_ports {clk_in}]

set non_clock_inputs [all_inputs -no_clocks]
set_input_delay [expr $clk_period * $clk_io_pct] -clock clk0 $non_clock_inputs
set_output_delay [expr $clk_period * $clk_io_pct] -clock clk0 [all_outputs]
==> results.ini <==
[run_status]
status=completed

[final_layout]
fillers=968
regMostFlops=clock10M.cnt
final_core_util_pct=56.0
largest_reg_flops=22
top_regs=clock10M.cnt (22), ASMmodule.ssd (20)
regArea_um2=3060
logic_area_um2=2680
area_growth_pct=7.76
final_layout_size_suffix_gt1_share_pct=6.37

[setup_path]
path_depth=3
crit_type=primary input to asynchronous set/reset pin
arrival_ps=2580
r2r_start=clock10M.cnt[4]
cp_max_fo=43
worst_path_largest_cell_delay_ps=580
critPathLaunchType=primary input
crit_slowest_cell=buf_4
reg2reg_to=clock10M.divided_clk
rr_worst_depth=5
path_cells=clkdlybuf4s50_1 -> inv_2 -> buf_4
cp-startpoint=rst
crit_required_ps=5780
path_buffers=3
reg2reg_setup_slack_ps=3740
path_delay_family=buffers and inverters
crit_end=clock10M.cnt[20]
end_kind=asynchronous set/reset pin

[synthesis]
syn_inst=595
syn_avg_cell_area_um2=10.1
ff_type=dfrtp_1
async_flop_share_pct=59.5
yosysWarnings=7
ys_cells=595
ys.flops=126
syn_area_um2=5980
ys_types=71
edf_count=16
yosys_area_um2=5980
ys_seq_share_pct=51.2

[grt]
grt_pass1_vias=4137
grt_overflow=0
grt_max_degree=82
grt_pass1_wl_mm=21.3
track_usage_pct=22.3
antenna_found_initial=0

[power_and_ir_drop]
cellPowerDensity_nw_per_um2=93.1
power.leakage_nw=2.74
peakVddDrop_mv=0.229

[place]
hpwl_mm=8.60
gp_congestion=0.864
io_buffers=23

[timing]
fmax_mhz=453
fin_crit_sh_pct=40.9
slew_viol_final=0
setup_violations=0
untimed_endpoints=123
tns_ps=0
slew_headroom_pct=34.2
worst_pin_slew_ps=973
clock_skew_ps=5.75
rsz0062_at_grt=no
unclocked_pins=92
fin_crit_ps=2210
finalHoldViolCount=0

[route]
drtAntennaViolNets=0
num_vias=4297
routed_wirelength_mm=12.3
first_pass_iters=6
avgRoutedWirePerCell_um=16.7
diodes=0
via_per_inst=5.81
drc_errors=0
drt_iter0_markers=344

[floorplan]
die_area_um2=12400
dieWidth_um=111
core-area_um2=11500
io_pins=25
fp-utilization_pct=51.9
chipHeight_um=111
rows=39

[clock_tree]
root_buffer=clkbuf_16
clk_pin_slew_ps=50
cts_tree=done
hold_buffers=0
h-tree-depth=2
insertion_delay_ps=280
cts_buffer_depth=2
numCtsBuffers=5
ctsResizeCount=0
postCtsSetupRepairBufs=0

[flow_run]
warnings=36
cap_violations=0

[min_path]
hold_class=register to register

## power by group
part           switching [mW]  internal (mW)  leakage [nW]
registers                   0          0.257          1.37
clock network           0.101          0.216        0.0836
logic                  0.0199        0.00696          1.28
total                   0.121          0.480          2.74
## worst min path at each step
stage                    start                    to  slack (ps)  cells after the start
4_1_cts   clock10M.divided_clk  clock10M.divided_clk         470                      1
6_report  clock10M.divided_clk  clock10M.divided_clk         460                      1
5_1_grt   clock10M.divided_clk  clock10M.divided_clk         490                      1
## cells in the mapped netlist, drive strengths merged, types with 3 or more instances
| master | number | area (µm²) |
|---|---|---|
| buf | 12 | 58.8 |
| inv | 27 | 101 |
| mux2 | 10 | 128 |
| nor2 | 69 | 275 |
| xor2 | 11 | 96.3 |
| a221o | 5 | 50.1 |
| nand2b | 6 | 37.5 |
| and3 | 10 | 62.6 |
| clkbuf | 20 | 75.1 |
| o31ai | 5 | 37.5 |
| o211ai | 3 | 22.5 |
| nor4 | 4 | 25.0 |
| dfrtp | 73 | 1830 |
| o21ai | 29 | 145 |
| dfxtp | 35 | 701 |
| nand2 | 47 | 176 |
| o21a | 4 | 30.0 |
| mux2i | 11 | 110 |
| and4 | 4 | 35.0 |
| o221ai | 5 | 43.8 |
| a31oi | 5 | 46.3 |
| nor2b | 9 | 56.3 |
| xnor2 | 35 | 307 |
| nor3 | 14 | 86.3 |
| a222oi | 5 | 50.1 |
| edfxtp | 16 | 480 |
| and2 | 5 | 31.3 |
| ha | 15 | 188 |
| nand3 | 17 | 90.1 |
| a21oi | 32 | 164 |
| nand4 | 10 | 62.6 |
| o22ai | 5 | 31.3 |
## final cells by class
cell class / instances / area share, %
Timing Repair Buffer: 26 / 3.92
Sequential cell: 126 / 47.5
Multi-Input combinational cell: 409 / 41.6
Clock buffer: 5 / 1.94
Inverter: 28 / 1.63
Clock inverter: 3 / 0.621
Tap cell: 143 / 2.78
## metal layers
metal	up-vias	routed length [µm]	track usage [%]
li1	2082	-	-
met1	2096	6160	38.8
met2	115	5520	32.8
met3	4	618	3.60
met4	0	31	1.35
met5	-	0	0
## metrics by stage
step           cell area [µm²]  cells  setup WS, ps  total power [mW]  hold slack, ps
2_1_floorplan             5980    595          2390             0.274             447
3_3_place_gp              6280    732          2810             0.289             450
3_5_place_dp              6280    732          2790             0.289             455
4_1_cts                   6440    740          3090             0.607             466
5_1_grt                   6440    740          2940             0.626             485
6_report                  6440    740          3190             0.600             462
## cells in the final DEF (no fill, tap or decap), types with 6 or more instances in the layout
master	n
xnor2_1	35
clkdlybuf4s50_1	23
dfxtp_1	35
nand4_1	10
nor2_1	68
a21oi_1	31
o21ai_0	29
ha_1	15
nor2b_1	9
edfxtp_1	16
nand3_1	16
and3_1	10
inv_1	25
xor2_1	11
mux2_2	6
dfrtp_1	72
nand2_1	47
nand2b_1	6
mux2i_1	11
nor3_1	12
## cell families (layout without fill, tap and decap cells)
| kind of cell | after synthesis | count (layout) | synth area share [%] |
|---|---|---|---|
| flip-flops | 126 | 126 | 51.2 |
| AND/OR/NAND/NOR | 208 | 208 | 17.5 |
| buffers and inverters | 60 | 62 | 4.00 |
| XOR/XNOR | 46 | 46 | 6.74 |
| other | 1 | 1 | 0.0627 |
| multiplexers | 22 | 22 | 4.35 |
| AND-OR/OR-AND | 117 | 117 | 13.1 |
| adder cells (fa/ha/maj) | 15 | 15 | 3.14 |
No activity file was given, so power comes from the tool's default toggle rates.
