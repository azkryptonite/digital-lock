### ./design.v
`timescale 1ns / 1ps
module clk_divider40M(
	input clk_in,
	input rst,
	output reg divided_clk
    );
parameter toggle_value = 26'b10011000100101101000000000;
reg[25:0] cnt;
always@(posedge clk_in or posedge rst)
begin
	if (rst==1) begin
		cnt <= 0;
		divided_clk <= 0;
	end
	else begin
		if (cnt==toggle_value) begin
			cnt <= 0;
			divided_clk <= ~divided_clk;
		end
		else begin
			cnt <= cnt +1;
			divided_clk <= divided_clk;		
		end
	end
end
endmodule
### ./run.sh
#!/bin/bash
# OpenROAD 26Q1-2900-gdf79404cd8, Yosys 0.63+post, stock flow scripts
make -C /OpenROAD-flow-scripts/flow DESIGN_CONFIG=/design/flow/config.mk WORK_HOME=/design/flow/orfs finish
### ./config.mk
export PLATFORM = sky130hd
export DESIGN_NAME = clk_divider40M
export DESIGN_NICKNAME = clk_divider40M
export VERILOG_FILES = /design/flow/design.v
export SDC_FILE = /design/flow/constraint.sdc
export NUM_CORES = 4
export LEC_CHECK = 1
export CORE_AREA = 10 10 107 107
export DIE_AREA = 0 0 117 117
### ./constraint.sdc
current_design clk_divider40M

set clk_period 4.3
set clk_io_pct 0.2

create_clock -name clk0 -period $clk_period [get_ports {clk_in}]

set non_clock_inputs [all_inputs -no_clocks]
set_input_delay [expr $clk_period * $clk_io_pct] -clock clk0 $non_clock_inputs
set_output_delay [expr $clk_period * $clk_io_pct] -clock clk0 [all_outputs]
==> job_summary.md <==
## PnR job results

| Metric | Value |
|---|---|
| Status | `finished, final reports clean` |
| Total negative slack | `0 ns` |
| Worst slew pin tran | `0.564 ns` |
| Vias | `942` |
| CP bufs+invs | `1` |
| First-pass DRT Iterations | `4` |
| Max clock buf depth | `2` |
| Sw Ratio | `19.6%` |
| Clock Skew | `0.00309 ns` |
| CTS tree | `built` |
| Vias in the first global route | `861` |
| Hold Buf Count CTS | `0` |
| Crit path kind | `flop to output port` |
| Internal Power | `321 µW` |
| GRT Overall Usage | `3.63%` |
| Placer congestion estimate | `0.815` |
| Log Warnings | `26` |
| Dpl ws | `2.55 ns` |
| Post-CTS Setup Inserts | `0` |
| Gr ovfl total | `0` |
| Mean Syn Cell Area | `10.4 µm²` |
| Yosys stat cell total | `126` |
| Post-route setup slack | `2.33 ns` |
| Crit path DAT | `1.11 ns` |
| I/O Buffers | `2` |
| Final slew viol count | `0` |
| Power share of the clock group | `34.9%` |
| DRT Wirelength | `2420 µm` |
| PD cells | `262 nW/µm²` |
| Cells resized by post-CTS repair | `0` |
| Worst path slowest cell | `clkdlybuf4s50_1` |
| Critical path, cell by cell | `clkdlybuf4s50_1` |
| Unique cell types | `25` |
| Fp util | `14.3%` |
| Setup violations, final | `0` |
| Number of clock sinks | `27` |
| Clk latency late pin | `0.27 ns` |
| Hold Crit Class | `flop to flop` |
| Cycle use final | `45.7%` |
| Antenna Cells | `0` |
| Area after DPL | `1480 µm²` |
| Flop pwr share | `63.5%` |
| Hold Vio Cnt, Final | `0` |
| Tmin final | `1.97 ns` |
| Max_cap viols | `0` |
| Yosys stat area | `1320 µm²` |
| Comb power frac | `1.6%` |
| Crit end category | `output port` |
| Die H | `117 µm` |
| Post-layout util | `16.6%` |
| Largest delay share family, worst path | `buffers and inverters` |
| CTS clock-pin slew for the worst setup and hold paths | `0.08 ns` |
| Root Buffer | `clkbuf_8` |
| Final antenna-violating net count | `0` |
| Layout area overhead | `15.8%` |
| Leakage Power | `0.000633 µW` |
| Die Size | `13700 µm²` |
| Routed wire per std cell | `9.99 µm` |
| Yosys reg bits | `27` |
| Total clock buffers created by CTS | `3` |
| Placeable Area | `9200 µm²` |
| Htree depth | `1` |
| Antenna violations before repair | `0` |
| Drt drc | `0` |
| Horiz. Die Dim | `117 µm` |
| Req. time, crit path | `3.44 ns` |
| Pin count of the biggest net entering global routing | `28` |
| Fraction of the yosys area taken by sequential cells | `51.3%` |
| Post-Syn Instances | `126` |
| DRT iter0 DRCs | `80` |
| FMAX | `508 MHz` |
| RSZ-0062 raised after global routing | `false` |
| Final-layout fill cell count | `1012` |
| VDD IR-drop max | `0.000136 V` |
| First-pass GRT wire length | `4140 µm` |
| IO Count | `3` |
| Via density per instance | `3.89` |
| Std-Cell Rows | `35` |
| Final Cell Area | `1520 µm²` |
| Post-synth design cell area | `1320 µm²` |
| Post-DP HPWL | `1740 µm` |
| Startpoint types | `flop` |
| CP max stage delay | `0.47 ns` |
| Slew Limit Headroom | `62.1%` |
| Yosys warnings | `1` |
| Share of cells above drive strength 1 | `7.63%` |
| P_sw | `78.1 µW` |
| Worst-path fanout max | `2` |
[path summary, 6_finish.rpt]
check | start | to | slack (ns) | cells after the start
min in group asynchronous | rst | cnt[1] | 0.95 | 3
setup / recovery | divided_clk | divided_clk | 2.33 | 1
setup reg to reg | cnt[2] | cnt[17] | 2.54 | 4
hold reg to reg | divided_clk | divided_clk | 0.47 | 1
max in group asynchronous | rst | cnt[17] | 3.10 | 3
hold / removal | divided_clk | divided_clk | 0.47 | 1
[stage by stage]
step | hold slack (ns) | cells | power [µW]
detailed placement | 0.462 | 238 | 266
finish | 0.474 | 242 | 399
global placement | 0.454 | 238 | 265
global route | 0.508 | 242 | 414
floorplan | 0.420 | 126 | 262
CTS | 0.480 | 242 | 407
[layout by cell type (no fill, tap or decap), types with 3 or more instances in the layout]
cell	n
nand2_1	10
nor2_1	11
nand3_1	9
xor2_1	6
nor4b_1	3
dfrtp_1	27
inv_1	4
nand4_1	8
clkbuf_8	3
xnor2_1	15
nor4_1	6
o21ai_0	4
[final cells by class]
class	count	area (µm²)	share of cell area (%)
clock buffers	4	45.0	2.96
inverters	4	15.0	0.985
multi-input cells	92	614	40.3
flip-flops and latches	27	676	44.3
well taps	111	139	9.11
repair buffers	4	35.0	2.30
[power groups by stage]
stage                 clock network [µW]  registers, µW  logic, µW
after CTS                            147            254       6.93
after global routing                 153            254       7.48
final                                139            254       6.36
[flip-flops by register name, indices dropped and copies added (netlist names)]
name,cells
cnt,26
divided_clk,1
[cells in the mapped netlist, drive strengths merged]
library cell,number,share of area [%]
ha,2,1.9
nand4,10,5.7
buf,3,1.3
dfrtp,27,51
and3,2,0.95
and2,1,0.48
nor4,7,3.3
inv,4,1.1
nand2,10,2.9
nand3b,2,1.1
nor4b,3,2.0
xor2,6,4.0
or4,1,0.86
xnor2,15,10
or3,2,0.95
nand3,9,3.4
nor2,11,3.1
a21oi,2,0.76
nand4b,1,0.67
nor2b,1,0.48
o21ai,4,1.5
and4,3,2.1
[worst register-to-register path, cell delays in order, from the launching register on]
cell     delay (ns)
dfrtp_1        0.48
nand4_2        0.18
or4_4          0.58
or3_1          0.32
a21oi_1        0.14
[routing by layer]
layer	global-route usage (%)	up-vias	part of all wire (%)
met5	0	-	0
met4	0.247	0	0.54
met3	0.516	2	5.7
met2	5.70	32	44
met1	5.44	446	50
li1	-	462	-
[cells by family (layout without fill, tap and decap cells)]
group	count (synthesis)	count (layout)	share of synthesized area, %
DFF	27	27	51.3
adders and majority gates	2	2	1.90
AOI/OAI and AO/OA	6	6	2.28
and+or+nand+nor	63	63	28.0
xor gates and xnor gates	21	21	14.0
buffers and inverters	7	12	2.47
Power and IR drop assume default switching activity.
